===== design/flow/constraint.sdc =====
current_design ex2_1

set clk_period 14.2
set clk_io_pct 0.2

create_clock -name clk0 -period $clk_period [get_ports {clk}]

set non_clock_inputs [all_inputs -no_clocks]
set_input_delay [expr $clk_period * $clk_io_pct] -clock clk0 $non_clock_inputs
set_output_delay [expr $clk_period * $clk_io_pct] -clock clk0 [all_outputs]

===== design/flow/config.mk =====
export PLATFORM = sky130hd
export DESIGN_NAME = ex2_1
export DESIGN_NICKNAME = ex2_1
export VERILOG_FILES = /design/flow/design.v
export SDC_FILE = /design/flow/constraint.sdc
export NUM_CORES = 4
export LEC_CHECK = 1
export CORE_UTILIZATION = 30

===== design/flow/run.sh =====
#!/bin/bash
# OpenROAD 26Q1-2900-gdf79404cd8, Yosys 0.63+post, stock flow scripts
make -C /OpenROAD-flow-scripts/flow DESIGN_CONFIG=/design/flow/config.mk WORK_HOME=/design/flow/orfs finish

===== design/flow/design.v =====
module ex2_1 (
	      input 		 clk, rst, validi,
	      input [31:0] 	 data_in,
	      output logic 	 valido, 
	      output logic [31:0] data_out
	      );
   enum 			 {S0, S1, S2, S3} state, next;
   logic [31:0] 			 a;  
   logic[31:0] data_out_buff; 
   int buff[3];
   int count_valid_inputs; 
   initial begin
      state = S0;
   end
   always_ff @(posedge clk or posedge rst) begin
      if (rst) begin
		 data_out <= 32'b0;
		 valido <= 1'b0;
		 state = S0;
		 count_valid_inputs=0;
      end
      else begin
	 case (state)
	   S0: begin
	      if (validi) begin
			 a = data_in;
			 buff[0]=a;		 
			 next = S1;
			 count_valid_inputs+=1;
			  if (count_valid_inputs==3) begin
				 valido <= 1'b1;
		         count_valid_inputs=0;
		      end
		  end
	      else begin
		    valido <= 1'b0;
			count_valid_inputs=0;		  
		  end
	   end
	   S1: begin
	      if (validi) begin
			 a *= data_in;
			 buff[1]=a;
			 next = S2;
			 count_valid_inputs+=1;
			  if (count_valid_inputs==3) begin
				  valido <= 1'b1;
				  count_valid_inputs=0;
			  end
		  end
	      else
			next = S0;
	   end
	   S2: begin
	      if (validi) begin
			 a += data_in;
			 buff[2]=a;
			 data_out <= a;
			 count_valid_inputs+=1;
			if (count_valid_inputs==3) begin
				valido <= 1'b1;
				count_valid_inputs=0;
			end
	      end
	      next = S0;
	   end
	 endcase
	 state = next;
      end
   end
endmodule

==> flow_metrics.env <==
# implementation run metrics
export IMPL_status="finished clean"
export IMPL_tns_ns=0
export IMPL_num_vias=16700
export IMPL_setup_viol=0
export IMPL_rr_worst_depth=26
export IMPL_die_height_um=276
export IMPL_coreArea_um2=73600
export IMPL_fin_ws_ns=3.92
export IMPL_vias_per_cell=4.84
export IMPL_cts_inserted_buffers=9
export IMPL_finClkSkew_ns=0.0127
export IMPL_worstSetupEndpoint="a[28]"
export IMPL_slowest_delay_ns=0.57
export IMPL_slowest_stage="fa_1"
export IMPL_period_minus_slack_ns=10.28
export IMPL_fmax_mhz=97.3
export IMPL_topCellsByArea="fa_1 36%, ha_1 8.9%, and2_1 8.6%"
export IMPL_grt_overflow=0
export IMPL_crit_path_end_kind="flop"
export IMPL_path_max_fanout=24
export IMPL_drv_cap=0
export IMPL_cp_start_kind="input port"
export IMPL_cts_root_buf="clkbuf_16"
export IMPL_synthCells=2480
export IMPL_tightest_slew_ns=0.777
export IMPL_crit_top_cell="fa_1"
export IMPL_ys_cells=2480
export IMPL_drt_total_wl_um=63600
export IMPL_numSynthFlops=101
export IMPL_areaGrowthSynthToFinish_pct=9.42
export IMPL_ys_warn_count=2
export IMPL_async_reset_ff_share_pct=66.3
export IMPL_hold_path_class="flop to flop"
export IMPL_antenna_found_initial=1
export IMPL_syn_area_per_cell_um2=9.06
export IMPL_dp_hpwl_um=47700
export IMPL_rsz0062_at_grt="no"
export IMPL_startpoint="data_in[9]"
export IMPL_syn_cell_area_um2=22500
export IMPL_yosys_area_um2=22500
export IMPL_die_area_um2=76000
export IMPL_slew_headroom_pct=48.2
export IMPL_timing_rr_end="a[28]"
export IMPL_wire_per_inst_um=18.4
export IMPL_crit_arrival_ns=10.39
export IMPL_fin_crit_sh_pct=72.4
export IMPL_fp_util_pct=30.5
export IMPL_drive_above_1_share_pct=4.54
export IMPL_gp_congestion=0.978
export IMPL_post_route_drc_count=0
export IMPL_r2r_start="a[8]"
export IMPL_cts_hold_buf=0
export IMPL_track_usage_pct=18.4
export IMPL_path_clk_slew_ns=0.08
export IMPL_clock_sinks=101
export IMPL_io_pins=68
export IMPL_clk_insertion_delay_late_ns=0.37
export IMPL_largest_area_cell="fa_1"
export IMPL_hold_viol_final=0
export IMPL_grt_pass1_vias=17517
export IMPL_grt_pass1_wl_um=102000
export IMPL_edf_count=32
export IMPL_log_warning_count=29
export IMPL_placementRows=99
export IMPL_drtAntennaViolNets=0
export IMPL_clockBufferDepth=2
export IMPL_top_cell_area_share_pct=36.5
export IMPL_dpl_worst_slack_ns=3.61
export IMPL_cts_resized_gates=0
export IMPL_regToRegSetupSlack_ns=6.22
export IMPL_yosys_cell_types_count=74
export IMPL_crit_required_ns=14.31
export IMPL_grt_max_degree=51
export IMPL_drv_slew=0
export IMPL_portBuffers=67
export IMPL_cts_tree="yes"
export IMPL_drtIter0Drc=859
export IMPL_synthFlopType="dfrtp_1"
export IMPL_post_cts_setup_buffers=0
export IMPL_htree_num_levels=3
export IMPL_fillers=7586
export IMPL_firstDrtPassIters=5
export IMPL_ys_seq_share_pct=11.9
export IMPL_die_w_um=276
export IMPL_path_class="input port to flop"
## cells in the mapped netlist, types with 17 or more instances
cell and count:
nor3_1 19, o21ai_0 86, nor2_1 75, mux2_2 21
a31oi_1 24, nand3_1 22, fa_1 409, clkbuf_1 122
and2_1 307, edfxtp_1 32, a21o_1 27, nand4_1 17
nand2_1 299, xor2_1 32, inv_1 403, dfrtp_1 67
xnor2_1 79, o31ai_1 18, a21oi_1 75, ha_1 160
## logic make-up (layout without fill, tap and decap cells)
kind of cell,after synthesis,count (layout),share of synthesized area [%]
and+or+nand+nor,811,811,18.5
buffers and inverters,531,540,8.91
AOI/OAI and AO/OA,327,327,9.48
other,0,1,0
muxes,29,29,1.41
adders and majority gates,569,569,45.4
DFF,101,101,11.9
xor gates and xnor gates,112,112,4.43
## how the worst min path moves through the flow
stage | from | to | slack (ns) | cells past startpoint
after CTS | next[1] | state[1] | 0.48 | 2
after global routing | data_out[12] | data_out[12] | 0.53 | 2
final | next[1] | state[1] | 0.49 | 2
## critical path: cells and delay by family
kind,cells,cell delay [ns]
adders and majority gates,10,4.39
and+or+nand+nor,3,0.64
buffers and inverters,6,1.10
AOI/OAI and AO/OA,6,1.40
## per-layer routing
metal / share of wire [%] / track usage (%) / vias to the layer above / routed length (um)
li1: - / - / 7817 / -
met1: 44 / 26.8 / 8133 / 27800
met2: 44 / 27.0 / 669 / 27800
met3: 10 / 6.84 / 81 / 6490
met4: 2.4 / 3.69 / 0 / 1550
met5: 0 / 0 / - / 0
## registers in the layout, summed over array words and instances, names as in the netlist
signal              flops
a                      32
count_valid_inputs     32
data_out               32
next                    2
state                   2
valido                  1
## through the flow
step / util, % / std cells / cell area [um2] / hold WS [ns]
4_1_cts: 33.4 / 3448 / 24600 / 0.485
3_3_place_gp: 33.0 / 3432 / 24300 / 0.458
2_1_floorplan: - / 2480 / 22500 / 0.424
6_report: 33.4 / 3449 / 24600 / 0.487
5_1_grt: 33.4 / 3448 / 24600 / 0.532
3_5_place_dp: 33.0 / 3432 / 24300 / 0.465
## cells in the final DEF, fill, tap and decap left out, drive strengths merged, types with 5 or more instances in the layout
cell type      count
nor3              20
a2111oi            6
nand4             17
inv              408
a211oi            12
mux2i              8
a31oi             24
o21a               8
and3              14
o31ai             18
o221ai             7
o22ai              5
o21ai             88
ha               160
or3                7
clkdlybuf4s50     67
edfxtp            32
buf               54
nand3             22
nor2b              7
nand2            299
a21o              27
a21oi             75
mux2              21
xnor2             79
xor2              32
and2             307
fa               409
clkbuf             9
nand2b            16
nor2              75
a22oi             12
o21bai             6
dfrtp             67
nor4               6
## final cells by class
cell class              instances  area, um2  area share (%)
multi-input cells            1848      17800            72.4
flip-flops and latches        101       2680            10.9
inverters                     403       1510            6.15
well taps                     959       1200            4.88
repair buffers                121       1080            4.38
clock buffers                   9        225           0.916
clock inverters                 7       86.3           0.351
diodes                          1       2.50          0.0102
